File: ./config.mk
export PLATFORM = sky130hd
export DESIGN_NAME = keyboard
export DESIGN_NICKNAME = keyboard
export VERILOG_FILES = /design/flow/design.v
export SDC_FILE = /design/flow/constraint.sdc
export NUM_CORES = 4
export LEC_CHECK = 1
export CORE_UTILIZATION = 30
File: ./constraint.sdc
current_design keyboard

set clk_period 6.6
set clk_io_pct 0.2

create_clock -name clk0 -period $clk_period [get_ports {clk}]

set non_clock_inputs [all_inputs -no_clocks]
set_input_delay [expr $clk_period * $clk_io_pct] -clock clk0 $non_clock_inputs
set_output_delay [expr $clk_period * $clk_io_pct] -clock clk0 [all_outputs]
File: ./design.v
module bcd2ascii (
    input [7:0] bcd,
    input enable,
    output reg [7:0] ascii
);
    always @(bcd) begin
        if (enable)
            case (bcd)
                0: ascii <= 30;
                1: ascii <= 31;
                2: ascii <= 32;
                3: ascii <= 33;
                4: ascii <= 34;
                5: ascii <= 35;
                6: ascii <= 36;
                7: ascii <= 37;
                8: ascii <= 38;
                9: ascii <= 39;
                10: ascii <= 61;
                11: ascii <= 62;
                12: ascii <= 63;
                13: ascii <= 64;
                14: ascii <= 65;
                15: ascii <= 66;
                default: ascii <= 0;
            endcase
        else
            ascii <= 0;
    end
endmodule
module bcd2ssg (
    input [3:0] in,
    output reg [6:0] out
);
    always @(in) begin
        case (in)
            0: out =  7'b1000000;
            1: out =  7'b1111001;
            2: out =  7'b0100100;
            3: out =  7'b0110000;
            4: out =  7'b0011001;
            5: out =  7'b0010010;
            6: out =  7'b0000010;
            7: out =  7'b1111000;
            8: out =  7'b0000000;
            9: out =  7'b0010000;
            default: out =  7'b1000000;
        endcase
    end
endmodule
module hex2ssg (
    input [7:0] in,
    output reg [6:0] out
);
    always @(in) begin
        case (in)
            0: out =  7'b1000000;
            1: out =  7'b1111001;
            2: out =  7'b0100100;
            3: out =  7'b0110000;
            4: out =  7'b0011001;
            5: out =  7'b0010010;
            6: out =  7'b0000010;
            7: out =  7'b1111000;
            8: out =  7'b0000000;
            9: out =  7'b0010000;
            10: out = 7'b0001000;
            11: out = 7'b0000011;
            12: out = 7'b1000110;
            13: out = 7'b0100001;
            14: out = 7'b0000110;
            15: out = 7'b0001110;
            default: out =  7'b1000000;
        endcase
    end
endmodule
module keyboard (
    input clk,
    input clrn,
    input ps2_clk,
    input ps2_data,
    output overflow,
    output [13:0] total,
    output [27:0] ascii_code,
    output [13:0] code
);
    reg nextdata_n;
    reg [7:0] ps_out;
    reg ready;
    reg [7:0] code_src;
    reg ascii_convert_enable;
    reg [7:0] ascii_prev;
    reg [7:0] ascii_next;
    reg break_en;
    reg [3:0] total_prev;
    reg [3:0] total_next;
    ps2_keyboard myps2(
        .clk(clk),
        .clrn(clrn),
        .ps2_clk(ps2_clk),
        .ps2_data(ps2_data),
        .nextdata_n(nextdata_n),
        .data(ps_out),
        .ready(ready),
        .overflow(overflow)
    );
    always @(posedge clk) begin
        if (nextdata_n == 1)
            nextdata_n <= 0;
    end
    always @(posedge clk) begin
        if (ready == 1)
            begin
                if (ps_out == 0)
                    begin
                        code_src <= 0;
                    end
                else
                    begin
                        if (ps_out != 8'h000000F0 && break_en == 0)
                            begin
                                ascii_convert_enable <= 1;
                                if (code_src != ps_out )
                                    begin
                                        if (total_next > 4'b1001)
                                            begin
                                                if (total_prev > 4'b1001)
                                                    total_prev <= 0;
                                                else
                                                    total_prev <= total_prev + 1;
                                                total_next <= 0;
                                            end
                                        else
                                            total_next <= total_next + 1;
                                        code_src <= ps_out;
                                        break_en <= 0;
                                    end
                            end
                        else
                            begin
                                break_en <= break_en ? 0 : 1;
                                code_src <= 0;
                                ascii_convert_enable <= 0;
                            end
                    end
                nextdata_n <= 0;
            end
    end
    bcd2ascii my_bcdascii_1(
        .bcd(code_src / 8'b00010000),
        .enable(ascii_convert_enable),
        .ascii(ascii_prev)
    );
    bcd2ascii my_bcdascii_2(
        .bcd(code_src % 8'b00010000),
        .enable(ascii_convert_enable),
        .ascii(ascii_next)
    );
    hex2ssg my_code_1(
        .in(code_src / 8'b00010000),
        .out(code[13:7])
    );
    hex2ssg my_code_2(
        .in(code_src % 8'b00010000),
        .out(code[6:0])
    );
    hex2ssg my_ascii_1(
        .in(ascii_prev / 8'b00001010),
        .out(ascii_code[27:21])
    );
    hex2ssg my_ascii_2(
        .in(ascii_prev % 8'b00001010),
        .out(ascii_code[20:14])
    );
    hex2ssg my_ascii_3(
        .in(ascii_next / 8'b00001010),
        .out(ascii_code[13:7])
    );
    hex2ssg my_ascii_4(
        .in(ascii_next % 8'b00001010),
        .out(ascii_code[6:0])
    );
    bcd2ssg my_total_1(
        .in(total_prev),
        .out(total[13:7])
    );
    bcd2ssg my_total_2(
        .in(total_next),
        .out(total[6:0])
    );
endmodule
module ps2_keyboard(clk,clrn,ps2_clk,ps2_data,data,
                    ready,nextdata_n,overflow);
    input clk,clrn,ps2_clk,ps2_data;
    input nextdata_n;
    output [7:0] data;
    output reg ready;
    output reg overflow;      
    reg [9:0] buffer;         
    reg [7:0] fifo[7:0];      
    reg [2:0] w_ptr,r_ptr;    
    reg [3:0] count;   
    reg [2:0] ps2_clk_sync;
    always @(posedge clk) begin
        ps2_clk_sync <=  {ps2_clk_sync[1:0],ps2_clk};
    end
    wire sampling = ps2_clk_sync[2] & ~ps2_clk_sync[1];
    always @(posedge clk) begin
        if (clrn == 0) begin  
            count <= 0; w_ptr <= 0; r_ptr <= 0; overflow <= 0; ready<= 0;
        end
        else begin
            if ( ready ) begin  
                if(nextdata_n == 1'b0)  
                begin
                    r_ptr <= r_ptr + 3'b1;
                    if(w_ptr==(r_ptr+1'b1))  
                        ready <= 1'b0;
                end
            end
            if (sampling) begin
              if (count == 4'd10) begin
                if ((buffer[0] == 0) &&   
                    (ps2_data)       &&   
                    (^buffer[9:1])) begin       
                    fifo[w_ptr] <= buffer[8:1];   
                    w_ptr <= w_ptr+3'b1;
                    ready <= 1'b1;
                    overflow <= overflow | (r_ptr == (w_ptr + 3'b1));
                end
                count <= 0;      
              end else begin
                buffer[count] <= ps2_data;   
                count <= count + 3'b1;
              end
            end
        end
    end
    assign data = fifo[r_ptr];  
endmodule
File: ./run.sh
#!/bin/bash
# OpenROAD 26Q1-2900-gdf79404cd8, Yosys 0.63+post, stock flow scripts
make -C /OpenROAD-flow-scripts/flow DESIGN_CONFIG=/design/flow/config.mk WORK_HOME=/design/flow/orfs finish
==> notes.md <==
yosys + openroad results -> initial antenna violation count 0, Final Hold Fails 0, DP Cell Count 1183, area growth from synthesis to layout 18.7%, Netlist cell types 76, Finished Layout Cells 1215, worst skew pair latency 410 ps, routed via count 5637, ratio of cells with drive above 1 in the final layout 10.6%, Rows 61, routed vias/inst 4.64, Worst setup EP type output pin, die height 170 µm, Rel. slew slack 43.5%, Yosys reg bits 150, GPL Wtd Cong 0.835, static leakage 0.00383 µW, critical path startpoint category flop, Seq/Total Area, Yosys 46.3%, CP required 5280 ps, Post-synth ARST share 0%, Max VDD drop 0.139 mV, setup violators final 0, most frequent cell on the critical path mux2_2, postcts setup bufs 0, Post-DP HPWL 11000 µm, min cycle time layout 5000 ps, Die W 170 µm, CP max stage delay 810 ps, WL final 15700 µm, syn_area_per_cell 11.1 µm², Yosys chip area 8470 µm², Tightest Pin Transition 838 ps, IO Pins 61, vias in the first global route 5247, Crit-path slowest cell edfxtp_1, crit path max fanout 25, CTS max path bufs 2, Worst Hold Depth 0, Max Fclk 200 MHz, Routed WL per cell 12.9 µm, Post-Syn Area 8470 µm², final worst path period share 75.8%, I/O Buffers 60, Num CTS Buffers 17, hold buffer count at CTS 0, max-slew violations 0, Layout fillers 2714, cells along the critical path o211ai_1, o21ai_0, a22oi_1, xnor2_1, mux2_2, mux2_2, clkdlybuf4s50_1, Max Cap Viol 0, chip area 28900 µm², pre-CTS WS 2020 ps, r2r worst-path depth 13, RSZ-0062 raised after global routing no, Crit path buffers/inverters 1, CTS tree yes, final hold slack 328 ps, Top delay family on crit path AND-OR/OR-AND gates, core area 27800 µm², worst hold path class flop to flop, Resized Gates After CTS 0, Top FF cell, synth edfxtp_1, Root Buffer clkbuf_16, clk sink count 150, fp util 30.5%, 1st-pass router iterations 7, Starting DRT DRC Count 253, Final WS setup 1600 ps, worst hold start myps2.ps2_clk_sync[0], Log Warnings 73, # diodes 0, largest net degree at the start of global routing 29, Final ANT Viol Nets 0, clk slew on worst S/H paths 60 ps, outcome complete, no violations, clk_skew 7.10 ps, CP Class flop to output pin, Max H-tree Level 4, Fin Setup TNS 0 ps, GRT Residual Overflow 0, Cells after Synth 764, cells in synth_stat.txt 764, Syn. warnings 7, number of enable flip-flop cells 92, reg2reg setup slack 2240 ps, endpoint of the worst hold path myps2.ps2_clk_sync[1], DRC 0, PwrDens 195 nW/µm², GRT Total Usage 11.6%, Critical Path AT 3680 ps, global-route wire length before repair 26200 µm
==> cells in the final DEF (no fill, tap or decap), types with 9 or more instances in the layout <==
cell	netlist	routed
mux2i_1	41	41
a21oi_1	21	21
mux2_2	14	14
edfxtp_1	92	92
and2_1	10	10
buf_4	1	13
ha_1	63	63
nand2_1	65	65
inv_1	36	36
nor2_1	53	53
clkbuf_16	0	17
xor2_1	11	11
nand3_1	20	20
o21ai_0	24	24
a22o_1	17	17
nand2b_1	9	9
dfxtp_1	58	58
xnor2_1	23	23
nor2b_1	13	13
clkdlybuf4s50_1	0	60
mux4_2	10	10
nor3_1	17	17
==> state kept, by name, summed over array words and instances, names as in the netlist, 7 cells and up, named ones only <==
register,cells
myps2.fifo,64
myps2.buffer,10
code_src,8
my_code_1.out,7
my_code_2.out,7
my_total_1.out,7
my_total_2.out,7
==> how the worst max path moves through the flow <==
stage | to | startpoint | cells after the start | slack, ps
4_1_cts | ascii_code[14] | ascii_convert_enable | 7 | 1550
5_1_grt | ascii_code[14] | flop | 10 | 1280
6_report | ascii_code[14] | ascii_convert_enable | 7 | 1600
==> worst register-to-register path: cells and delay by family, from the launching register on <==
kind                       cells  cell delay (ps)
buffers and inverters          3              760
adders and majority gates      1              260
muxes                          3             1180
DFF                            1              310
AOI/OAI and AO/OA              2              820
xor gates and xnor gates       1              170
and+or+nand+nor                3              780
==> cells by family after synthesis <==
logic type	Yosys count	share of synthesized area, %
simple gates	228	13.3
flops	150	46.3
compound gates	140	12.3
mux	78	11.4
buf+inv	69	3.62
fa+ha+maj	65	9.54
xor+xnor	34	3.51
==> stage by stage <==
step | power [µW] | instance area [µm²] | util, %
finish | 1960 | 10100 | 36.2
floorplan | 1030 | 8470 | -
global placement | 1040 | 9480 | 34.1
detailed placement | 1040 | 9480 | 34.1
global route | 2030 | 10100 | 36.2
CTS | 1980 | 10100 | 36.2
==> cell type report <==
class	instances	area [µm²]	share of cell area (%)
clock buffer	17	425	4.23
sequential	150	3920	39.0
inverter	37	139	1.38
multi-input combinational	545	4240	42.2
clock inverter	15	153	1.52
timing repair buffer	73	698	6.94
tap	378	473	4.70
==> Yosys cell counts, types with 4 or more instances <==
cell type	count	area (µm²)
mux2i_2	4	55.1
o211ai_1	4	30.0
nor3b_1	8	60.1
and3_1	5	31.3
nor3_1	17	85.1
mux2i_1	41	410
edfxtp_1	92	2760
a22oi_1	4	30.0
o21ai_1	7	35.0
nand3b_1	6	45.0
buf_6	5	56.3
o31ai_1	5	37.5
mux2_2	14	158
o21ai_0	24	120
nor2_1	53	199
and2_1	10	62.6
mux4_2	10	225
dfxtp_1	58	1160
xnor2_1	23	201
ha_1	63	788
a22o_1	17	149
buf_2	5	25.0
o22ai_1	7	43.8
nand3_1	20	100
mux2_1	6	67.6
clkbuf_1	18	67.6
or3_1	6	37.5
inv_1	36	135
a21boi_0	7	52.6
nand2b_1	9	56.3
a21oi_1	21	105
nand2_1	65	244
xor2_1	11	96.3
nor2b_1	13	81.3
==> where the power goes <==
part           internal [µW]  switching (µW)
logic                   11.1            13.6
clock network            557             382
registers                990            5.48
total                   1560             401
==> metal layers <==
layer,share of wire [%],track usage (%),vias to the layer above
met5,0,0,-
met4,0.87,1.21,0
met3,6.5,4.03,9
met2,47,18.2,132
met1,46,16.3,2583
li1,-,-,2913
Power and IR drop assume default switching activity.
