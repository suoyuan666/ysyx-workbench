--- ./design.v ---
module bcd2ssg (
    input [3:0] in,
    output reg [6:0] out
);
    always @(in) begin
        case (in)
            0: out =  7'b1000000;
            1: out =  7'b1111001;
            2: out =  7'b0100100;
            3: out =  7'b0110000;
            4: out =  7'b0011001;
            5: out =  7'b0010010;
            6: out =  7'b0000010;
            7: out =  7'b1111000;
            8: out =  7'b0000000;
            9: out =  7'b0010000;
            default: out =  7'b1000000;
        endcase
    end
endmodule
module code (
    input [7:0] cod,
    input en,
    output reg [3:0] out
);
    always @(cod, en) begin
       if (en) begin
        out = 0;
            for (integer i = 0; i < 8; i = i + 1)
                if (cod[i] == 1) out = i[3:0];
       end
       else
        out = 0;
    end
endmodule
module code_top (
    input [7:0] code,
    input en,
    output reg [6:0] sout,
    output reg [3:0] out
);
    code my_code(
        .cod(code),
        .en(en),
        .out(out)
    );
    bcd2ssg my_ssg(
        .in(out),
        .out(sout)
    );
endmodule
--- ./run.sh ---
#!/bin/bash
# OpenROAD 26Q1-2900-gdf79404cd8, Yosys 0.63+post, stock flow scripts
make -C /OpenROAD-flow-scripts/flow DESIGN_CONFIG=/design/flow/config.mk WORK_HOME=/design/flow/orfs finish
--- ./config.mk ---
export PLATFORM = sky130hd
export DESIGN_NAME = code_top
export DESIGN_NICKNAME = code_top
export VERILOG_FILES = /design/flow/design.v
export SDC_FILE = /design/flow/constraint.sdc
export NUM_CORES = 4
export LEC_CHECK = 1
export CORE_AREA = 10 10 70 70
export DIE_AREA = 0 0 80 80
--- ./constraint.sdc ---
current_design code_top

set clk_period 3.5
set clk_io_pct 0.2

create_clock -name clk0 -period $clk_period

set non_clock_inputs [all_inputs -no_clocks]
set_input_delay [expr $clk_period * $clk_io_pct] -clock clk0 $non_clock_inputs
set_output_delay [expr $clk_period * $clk_io_pct] -clock clk0 [all_outputs]
==> impl.org <==
* Implementation run

** Timing
- For the finished layout, the period the worst path requires is 3.455 ns.
- Setup repair after global routing could not meet its margin everywhere.
- Post-route worst setup slack :: 0.04474 ns
- The last timing report of the flow puts the setup violation total at 0.
- The final hold violation count recorded for this run is 0.
- Fmax achieved :: roughly 290 MHz
- Hold timing on the final database bottoms out at a slack of between 2 and 2.5 ns.
- Per the final report, max-transition violations number 0.
- The final critical path takes up a little over nine tenths of the cycle.

** Floorplanning
- In the floorplan report the effective utilization is about 7.3%.
- The floorplan has 21 rows.
- DIE HEIGHT :: 80 um
- Core outline area :: 3416 sq um
- Boundary pin count :: 20
- Horiz. Die Dim :: around 80 um
- Die Outline Area :: about 6400 sq um

** Placement
- OpenSTA, run right after detailed placement, puts the worst setup slack at -0.1530 ns.
- Count of buffers from port buffering :: 18
- Routability-driven placement congestion ratio :: 0.8521
- Estimated wirelength of the detail-placed design :: about 870 um
- Placed Cells incl. Taps :: 105
- The placement stage leaves a total instance area of around 560 sq um.

** Synthesis
- Library cell occupying the most area in the post-synthesis netlist :: sky130_fd_sc_hd__ha_1
- Among all cell types in the netlist, the one instantiated most often is sky130_fd_sc_hd__ha_1.
- Yosys cell count :: 32
- After synthesis, the most frequently instantiated cells are sky130_fd_sc_hd__ha_1 (5), sky130_fd_sc_hd__nor2_1 (3), sky130_fd_sc_hd__a21oi_1 (2), sky130_fd_sc_hd__nand2_1 (2), sky130_fd_sc_hd__o311a_1 (2).
- Portion of the post-synthesis area used by sequential elements :: 0%
- Post-synthesis cell count :: 32
- Per the post-synthesis stats, the area per cell is roughly 7.8 sq um.
- The stat command in Yosys gives a chip area of 249.0 sq um.
- The Yosys step of the flow raised 2 warnings.
- Proportion of netlist area held by the largest area contributor :: 25.13%
- Number of unique standard cell types used by synthesis :: 23
- Netlist Area Pre-Place :: around 250 sq um
- Area contributors post-synth :: sky130_fd_sc_hd__ha_1 (25%), sky130_fd_sc_hd__o311a_1 (8.0%), sky130_fd_sc_hd__o41ai_2 (6.5%), sky130_fd_sc_hd__and3_4 (4.5%), sky130_fd_sc_hd__mux2_2 (4.5%)

** Global route
- Via count of the first global-routing pass :: around 380
- Maximum number of pins on one net before global-route repair :: 9
- The initial antenna violation count was 0.
- The first global-routing pass estimated slightly below 2 mm of wire.
- All-Layer GR Usage :: 3.694%
- Total gr overflow :: 0

** Drt
- Overall routed net length :: around 1.2 mm
- Per the post-route antenna check, the number of violating nets is 0.
- Routed vias :: 355
- The number of antenna diodes in the final layout is 0.
- DRC errors left :: 0
- Number of iterations in the first detailed-routing pass :: 3
- Detailed-route wire length per cell :: between 10 and 15 um
- Per the log, the first TritonRoute iteration ended with a DRC count of 15.
- Per-cell via count in the routed design :: around 3.3

** Setup path
- Startpoint type of the worst setup path :: input port
- According to the timing report, the arrival time at the worst endpoint equals between 2 and 3 ns.
- The critical path is of the input port to output pin type.
- STA classifies the critical path endpoint as an output pin.
- Per the timing report, the biggest fanout along the worst path comes to 3.
- Crit path required time :: approximately 2.8 ns

** Layout
- From synthesis to final layout, the design area changed by 159.8%.
- Leaving out filler cells and counting taps, the final layout contains around 110.
- In the final layout, flip-flops and latches occupy 0 sq um.
- After routing the design area is roughly 650 sq um.
- There are 0 flip-flops and latches.
- Fraction of final layout cells sized beyond drive strength 1 :: 46.67%
- The final layout report lists a clock buffer count of 0.

** Pwr
- Power density normalized to cell area :: 119.6 nW/um^2
- In this run the static leakage power is around 0.28 nW.
- Worst voltage drop across the vdd grid :: slightly above 0.05 mV
- Power comes to ~0.077 mW.

** Outcome
- Outcome :: complete, no violations

** Clock tree
- CTS Hold Bufs :: 0

** Flow run
- Across the run, the number of max-cap violations was 0.
- Number of warnings the tools reported :: 38

** Min path
- Type of the worst min-delay path :: input port to output pin
## cells by family (layout without fill, tap and decap cells)
kind of cell    count (synthesis)  count (layout)  synth area share, %
fa+ha+maj                       5               5                25.13
compound gates                 10              10                36.19
buf+inv                         4              32                8.037
simple gates                   11              11                24.63
mux                             1               1                4.522
other cells                     1               1                1.506
## report_power, final
| part | internal [mW] | leakage (nW) | switching [mW] |
|---|---|---|---|
| Sequential | 0 | 0 | 0 |
| Clock | 0 | 0 | 0 |
| Combinational | 0.0484 | 0.282 | 0.0289 |
| Total | 0.0484 | 0.282 | 0.0289 |
## worst max-delay path, cell delays in order
cell                              delay [ns]
sky130_fd_sc_hd__clkdlybuf4s50_1        0.40
sky130_fd_sc_hd__nor2b_4                0.13
sky130_fd_sc_hd__o21ba_4                0.20
sky130_fd_sc_hd__buf_4                  0.13
sky130_fd_sc_hd__o311a_4                0.32
sky130_fd_sc_hd__ha_2                   0.19
sky130_fd_sc_hd__mux2_2                 0.26
sky130_fd_sc_hd__clkdlybuf4s50_1        0.41
## cells in the final DEF (no fill, tap or decap)
cell type | netlist | layout
sky130_fd_sc_hd__ha_1 | 5 | 3
sky130_fd_sc_hd__and2_1 | 1 | 1
sky130_fd_sc_hd__o31a_1 | 1 | 1
sky130_fd_sc_hd__nand2b_2 | 0 | 1
sky130_fd_sc_hd__conb_1 | 1 | 1
sky130_fd_sc_hd__o21ba_4 | 0 | 1
sky130_fd_sc_hd__nand2_1 | 2 | 2
sky130_fd_sc_hd__ha_2 | 0 | 2
sky130_fd_sc_hd__o311a_1 | 2 | 1
sky130_fd_sc_hd__dlymetal6s2s_1 | 0 | 3
sky130_fd_sc_hd__o311a_4 | 0 | 1
sky130_fd_sc_hd__mux2_2 | 1 | 1
sky130_fd_sc_hd__o311ai_2 | 0 | 1
sky130_fd_sc_hd__or4_4 | 0 | 1
sky130_fd_sc_hd__nor2_2 | 0 | 1
sky130_fd_sc_hd__o31ai_2 | 0 | 1
sky130_fd_sc_hd__dlygate4sd2_1 | 0 | 2
sky130_fd_sc_hd__o41ai_2 | 1 | 1
sky130_fd_sc_hd__nor3_2 | 0 | 1
sky130_fd_sc_hd__nor2b_4 | 0 | 1
sky130_fd_sc_hd__and3_4 | 1 | 1
sky130_fd_sc_hd__clkdlybuf4s50_1 | 0 | 13
sky130_fd_sc_hd__inv_1 | 1 | 1
sky130_fd_sc_hd__o311ai_4 | 0 | 1
sky130_fd_sc_hd__a21oi_1 | 2 | 2
sky130_fd_sc_hd__buf_4 | 1 | 13
sky130_fd_sc_hd__nor2_1 | 3 | 2
## final cells by class
| class | count | area [sq um] |
|---|---|---|
| fill | 375 | 2769 |
| multi-input combinational | 28 | 302.8 |
| timing repair buffer | 31 | 282.8 |
| tap | 46 | 57.56 |
| inverter | 1 | 3.754 |
## routing by layer
layer / vias up / share of wire, % / global-route usage (%)
li1: 175 / - / -
met1: 162 / 61 / 6.658
met2: 18 / 27 / 3.692
met3: 0 / 12 / 1.477
met4: 0 / 0 / 0
met5: - / 0 / 0
## stage by stage
stage          setup TNS (ns)  utilization, %
4_1_cts                     0           18.06
6_report                    0           18.94
2_1_floorplan               0               -
3_5_place_dp          -0.3901           16.41
3_3_place_gp          -0.3088           16.41
5_1_grt              -0.05011           18.94
## path summary, 6_finish.rpt
check | startpoint | endpoint | slack, ns | depth (start not counted)
worst min-delay path | code[6] | sout[3] | 2.23 | 5
worst max-delay path | code[1] | sout[0] | 0.04 | 8
## repair_timing
item | in CTS | in global routing
setup buffers | 1 | 0
pin swaps | 2 | 3
gates resized | 12 | 8
setup endpoints to repair | 5 | 6
Power and IR drop assume default switching activity.
