==> design.v <==
module shift (
    input [7:0] source,
    output reg [7:0] rs
);
    integer i;
    always @(source) begin
        if (source == 8'b00000000)
            rs = 8'b00000000;
        else
            begin
                rs = {source[4] ^ source[3] ^ source[2] ^ source[0], source[7:1]};
                for (i = 0; i < 255 ; i = i + 1) begin
                    rs = {rs[4] ^ rs[3] ^ rs[2] ^ rs[0], rs[7:1]};
                end
            end
    end
endmodule
==> run.sh <==
#!/bin/bash
# OpenROAD 26Q1-2900-gdf79404cd8, Yosys 0.63+post, stock flow scripts
make -C /OpenROAD-flow-scripts/flow DESIGN_CONFIG=/design/flow/config.mk WORK_HOME=/design/flow/orfs finish
==> config.mk <==
export PLATFORM = sky130hd
export DESIGN_NAME = shift
export DESIGN_NICKNAME = shift
export VERILOG_FILES = /design/flow/design.v
export SDC_FILE = /design/flow/constraint.sdc
export NUM_CORES = 4
export LEC_CHECK = 1
export CORE_AREA = 10 10 70 70
export DIE_AREA = 0 0 80 80
==> constraint.sdc <==
current_design shift

set clk_period 1.0
set clk_io_pct 0.2

create_clock -name clk0 -period $clk_period

set non_clock_inputs [all_inputs -no_clocks]
set_input_delay [expr $clk_period * $clk_io_pct] -clock clk0 $non_clock_inputs
set_output_delay [expr $clk_period * $clk_io_pct] -clock clk0 [all_outputs]
==> flow_metrics.tcl <==
# yosys + openroad results
set metrics [dict create \
    worst_pin_slew_ps 261 \
    whs_ps 605 \
    first_global_vias 264 \
    synth_top_area_share_pct 22.2 \
    core_area_sq_um 3420 \
    worst-setup-path-type "in2out" \
    layout-drive-gt1-share_pct 72.0 \
    postPlaceCellArea_sq_um 492 \
    final.fill_count 389 \
    core_util_floorplan_pct 5.93 \
    power.density_cell_area_nw_per_um2 516 \
    die_y_microns 80 \
    drt_drc_violations_left 0 \
    critPathRequiredTime_ps 800 \
    p_sw_w 0.0000918 \
    maxCapViolCount 0 \
    power_report.internal_total_w 0.000185 \
    yosys.stat.chipArea_sq_um 203 \
    grt_setup_unrepaired "yes" \
    leakage_power_figure_nw 0.259 \
    timing.critical_path.slowest_stage_cell "or4b_4" \
    avg_inst_size_synth_sq_um 8.45 \
    peakVddDrop_v 0.000127 \
    power.share.combinational_pct 100.0 \
    num-clock-buffers 0 \
    seq_cells 0 \
    netSwitchingFraction_pct 33.2 \
    run_status "finished, violations left" \
    p_clk_share_pct 0 \
    floorplan.io_pins 16 \
    min_path_type "in2out" \
    timing.final.crit_period_ps 1730 \
    rows 21 \
    floorplan.die_area_sq_um 6400 \
    achievable-frequency_ghz 0.576 \
    type_of_destination_of_the_critical_path "primary output" \
    violated_checks "setup timing" \
    port-buffer-count 16 \
    finalSetupViolCount 7 \
    synth.cells.most_frequent "nor2_1, xnor2_1, inv_1, ha_1, xnor3_1" \
    grt_overflow_total 0 \
    synth.top_cells.by_area "xnor3_1, xnor2_1, ha_1" \
    antenna_found_initial 0 \
    yosysWarnings 1 \
    finalWeightedCongestion 0.782 \
    worstPathMaxFanout 5 \
    worst-endpoint-arrival_ps 1530 \
    route.antenna.remaining_nets 0 \
    detail_route.iter0.violations 5 \
    slowest_stage_delay_on_critical_path_ps 460 \
    largest_area_cell "xnor3_1" \
    ys_cells 24 \
    antenna_cells 0 \
    most_common_cell "nor2_1" \
    ff_latch_area_sq_um 0 \
    netlist_area_sq_um 203 \
    finalClockPeriodUsage_pct 173 \
    setup.worst_path.start "source[7]" \
    post_drt_via_cell_ratio 2.53 \
    final.setup.worst_slack_ps -735 \
    crit_path_start_kind "input pin" \
    normalized_max_slew_margin_pct 82.6 \
    grt_pass1_wl_mm 1.28 \
    final-max-slew-violation-count 0 \
    die_x_microns 80 \
    sequential_power_share_pct 0 \
    netlist-cell-type-count 10 \
    route.vias.total 243 \
    flow.area_growth_from_synthesis_pct 165 \
    worstHoldStart "source[2]" \
    globalRouteTotalUtil_pct 2.41 \
    wl_per_cell_microns 8.19 \
    crit_path_cell_trace "buf_12, inv_12, ha_4, or4b_4, nor3b_4, buf_4, nor2_1, buf_2" \
    drt-pass1-iter-count 2 \
    grt_max_degree 6 \
    finalHoldViolations 0 \
    log.warning_count 35 \
    dpl.hpwl_microns 615 \
    design_area_sq_um 537 \
    ys_seq_share_pct 0 \
    netlist_instances 24 \
    route.final.wire_length_microns 786 \
]
## cells by family (layout without fill, tap and decap cells)
logic type                 Yosys count  in the layout  synth area share (%)
and+or+nand+nor                      9              9                  30.2
xor gates and xnor gates             8              8                  48.1
buffers and inverters                5             31                  9.26
adders and majority gates            2              2                  12.3
## final timing paths
| check | end | depth (start not counted) | slack (ps) |
|---|---|---|---|
| min | rs[1] | 2 | 610 |
| max | rs[3] | 8 | -730 |
## per-stage QoR
stage	setup TNS, ps	utilization, %	total power, W	worst slack [ps]	instances
6_report	-5000	15.7	0.000277	-735	96
5_1_grt	-5370	15.7	0.000308	-787	96
4_1_cts	-5450	14.8	0.000253	-812	96
3_5_place_dp	-10570	14.4	0.000288	-1490	91
3_3_place_gp	-10610	14.4	0.000289	-1490	91
2_1_floorplan	-2210	-	0.000112	-332	24
## timing repair
action | CTS | global route
endpoints found under the setup margin | 8 | 8
gates resized | 43 | 15
buffers inserted | 5 | 1
endpoints found under the hold margin | 0 | 0
pin swaps | 9 | 7
hold buffers | 0 | 0
## worst max-delay path, delay by kind of cell
kind / cells / cell delay (ps)
AND/OR/NAND/NOR: 3 / 790
buffers and inverters: 4 / 420
adder cells (fa/ha/maj): 1 / 110
## cell type report
| class | count | area [sq um] | area share [%] |
|---|---|---|---|
| inverters | 4 | 32.5 | 6.06 |
| well taps | 46 | 57.6 | 10.7 |
| repair buffers | 27 | 213 | 39.6 |
| multi-input cells | 19 | 234 | 43.6 |
## power groups by stage
stage,combinational (W),clock [W],sequential [W]
after CTS,0.000253,0,0
after global routing,0.000308,0,0
final,0.000277,0,0
## per-layer routing
| layer | track usage [%] | up-vias | share of wire, % |
|---|---|---|---|
| met4 | 0 | 0 | 0 |
| met1 | 3.78 | 99 | 57 |
| met5 | 0 | - | 0 |
| met2 | 2.65 | 16 | 22 |
| li1 | - | 128 | - |
| met3 | 1.59 | 0 | 21 |
## layout by cell type, fill, tap and decap left out, drive strengths merged
master	n
nor2	6
ha	2
clkbuf	1
clkinv	1
inv	3
nor3b	1
clkdlybuf4s15	1
or4b	1
buf	21
xnor2	5
xor2	1
dlygate4sd2	2
xnor3	2
dlymetal6s2s	1
nor2b	1
clkdlybuf4s50	1
No activity file was given, so power comes from the tool's default toggle rates.
